==> /design/flow/config.mk <==
export PLATFORM = sky130hd
export DESIGN_NAME = stage_rf_read
export DESIGN_NICKNAME = stage_rf_read
export VERILOG_FILES = /design/flow/design.v
export SDC_FILE = /design/flow/constraint.sdc
export NUM_CORES = 4
export LEC_CHECK = 1
export CORE_AREA = 10 10 123 123
export DIE_AREA = 0 0 133 133
==> /design/flow/constraint.sdc <==
current_design stage_rf_read

set clk_period 8.3
set clk_io_pct 0.2

create_clock -name clk0 -period $clk_period

set non_clock_inputs [all_inputs -no_clocks]
set_input_delay [expr $clk_period * $clk_io_pct] -clock clk0 $non_clock_inputs
set_output_delay [expr $clk_period * $clk_io_pct] -clock clk0 [all_outputs]
==> /design/flow/design.v <==
module alu_mux(
	input [15:0]rf_out_A,
	input [7:0] ir_out_imm8,
	input [10:0] ir_out_imm11,
	input [15:0] rf_out_B,
	input [15:0] pc_out,
	input [1:0] alu_mux_a_sel,
	input [2:0] alu_mux_b_sel,
	output logic [15:0] alu_mux_A_out,
	output logic [15:0] alu_mux_B_out
	);
always_comb begin
	case(alu_mux_a_sel)
		2'd0: alu_mux_A_out = rf_out_A;
		2'd1: alu_mux_A_out = 0;
		2'd2: alu_mux_A_out = ({{5{ir_out_imm11[10]}}, ir_out_imm11} << 1);
		2'd3: alu_mux_A_out = {8'd0, rf_out_A[7:0]};
		default: alu_mux_A_out = rf_out_A;
	endcase
end
always_comb begin
	case(alu_mux_b_sel)
		3'd0: alu_mux_B_out= {{8{ir_out_imm8[7]}},ir_out_imm8};
		3'd1: alu_mux_B_out= rf_out_B;
		3'd2: alu_mux_B_out= pc_out; 
		3'd3: alu_mux_B_out= {ir_out_imm8, 8'd0};
		default: alu_mux_B_out= 16'd0;
	endcase  
end
endmodule  
parameter
OP_MV_X  = 4'b0000,
OP_ADD_X = 4'b0001,
OP_SUB_X = 4'b0010,
OP_CMP_X = 4'b0011,
OP_LD    = 4'b0100,
OP_ST    = 4'b0101,
OP_MVHI  = 4'b0110,
OP_J_X   = 4'b1000,
OP_JZ_X  = 4'b1001,
OP_JN_X  = 4'b1010,
OP_CALL_X= 4'b1100;
module stage_rf_read (
    input valid_in,
    input [15:0] mem_data,
    input [15:0] rf_A,
    input [15:0] rf_B,
    input [15:0] i_alu_reg_from_writeback_stage_in_rf_read_stage,
    input [1:0] detect_reg_in_rf_read_stage,
    input set_invalid_sig_to_rf_read,
    input [15:0] pc_in_plus_2,
    input  [1:0] detect_reg_in_rf_read_stage_ld_st,
    input  [15:0] i_alu_reg_from_writeback_stage_in_rf_read_stage_ld_st,
    output logic [15:0] o_ldst_addr,
	output logic o_ldst_rd,
	output logic o_ldst_wr,
    output [15:0] o_ldst_wrdata,
    output valid_out,
    output ir_enable,
    output [15:0] ir,
    output [2:0]rf_sel_A,
    output [2:0]rf_sel_B,
    output reg_A_en,
    output reg_B_en,
    output [15:0] reg_A,
    output [15:0] reg_B,
    output [15:0] rf_A_forward_out 
);
assign valid_out = set_invalid_sig_to_rf_read? 0 : valid_in;
assign ir_enable = valid_in;
assign ir = mem_data;
assign rf_sel_A = mem_data[7:5];
assign rf_sel_B = mem_data[10:8];
assign reg_A_en = valid_in;
assign reg_B_en = valid_in;
logic [1:0] alu_mux_a_sel;
logic [2:0] alu_mux_b_sel;
logic [15:0]rf_B_forward_out;
always_comb begin
    case(mem_data[3:0])
        OP_MV_X:  alu_mux_a_sel = 1;
        OP_MVHI:  alu_mux_a_sel = 3;
        OP_J_X: begin
                    if(mem_data[4])
                        alu_mux_a_sel = 2;
                    else
                        alu_mux_a_sel = 0;
                end
        OP_JN_X: begin
                    if(mem_data[4])
                        alu_mux_a_sel = 2;
                    else
                        alu_mux_a_sel = 0;
                 end
        OP_JZ_X: begin
                    if(mem_data[4])
                        alu_mux_a_sel = 2;
                    else
                        alu_mux_a_sel = 0;
                 end
        OP_LD: alu_mux_a_sel=1;
        OP_ST: alu_mux_a_sel=1;
        OP_CALL_X:begin
                    alu_mux_a_sel = 1'b1;
                  end  
        default:  begin 
            alu_mux_a_sel = 0;
            end
    endcase
end
always_comb begin
    case(mem_data[3:0])
        OP_MV_X:  alu_mux_b_sel=mem_data[4] ? 0 : 1;
        OP_ADD_X: alu_mux_b_sel=mem_data[4] ? 0 : 1;
        OP_SUB_X: alu_mux_b_sel=mem_data[4] ? 0 : 1;
        OP_CMP_X: alu_mux_b_sel=mem_data[4] ? 0 : 1;
        OP_MVHI:  alu_mux_b_sel=3;
        OP_LD: alu_mux_b_sel=1;
        OP_ST: alu_mux_b_sel=1;
        OP_CALL_X:alu_mux_b_sel=2;
        default: begin 
                    alu_mux_b_sel = 0;
                 end
    endcase
end
assign rf_A_forward_out = detect_reg_in_rf_read_stage[0]?  i_alu_reg_from_writeback_stage_in_rf_read_stage: rf_A;
assign rf_B_forward_out = detect_reg_in_rf_read_stage[1]?  i_alu_reg_from_writeback_stage_in_rf_read_stage: rf_B;
alu_mux u_alu_mux(
	.rf_out_A      (rf_A_forward_out),
	.ir_out_imm8   (mem_data[15:8]  ),
    .ir_out_imm11  (mem_data[15:5]  ),
	.rf_out_B      (rf_B_forward_out),
	.pc_out        (pc_in_plus_2       ),
	.alu_mux_a_sel (alu_mux_a_sel ),
	.alu_mux_b_sel (alu_mux_b_sel ),
	.alu_mux_A_out (reg_A ),
	.alu_mux_B_out (reg_B )
);
assign o_ldst_wrdata = detect_reg_in_rf_read_stage_ld_st[0]? i_alu_reg_from_writeback_stage_in_rf_read_stage_ld_st : rf_A_forward_out;
always_comb begin
    case(mem_data[3:0])
        OP_LD: begin 
                o_ldst_rd = valid_out;
			    o_ldst_wr=0;
                o_ldst_addr [15:1] = detect_reg_in_rf_read_stage_ld_st[1]? i_alu_reg_from_writeback_stage_in_rf_read_stage_ld_st[15:1] : rf_B_forward_out[15:1];
                o_ldst_addr[0] = 0;
               end
        OP_ST: begin
                o_ldst_wr = valid_out;
			    o_ldst_rd=0;
                o_ldst_addr [15:1] = detect_reg_in_rf_read_stage_ld_st[1]? i_alu_reg_from_writeback_stage_in_rf_read_stage_ld_st[15:1] : rf_B_forward_out[15:1];
                o_ldst_addr[0] = 0;
               end
        default: begin
                o_ldst_rd=0;
                o_ldst_wr=0;
                o_ldst_addr = 0;
            end
    endcase
end
endmodule
==> /design/flow/run.sh <==
#!/bin/bash
# OpenROAD 26Q1-2900-gdf79404cd8, Yosys 0.63+post, stock flow scripts
make -C /OpenROAD-flow-scripts/flow DESIGN_CONFIG=/design/flow/config.mk WORK_HOME=/design/flow/orfs finish
==> summary.txt <==
Physical design

The total power stands at 0.212 mW. The worst setup path is captured at an output port. Per the OpenROAD floorplan log, the area of the die is around 18,000 um^2. Across every metal layer, demand over resource in global routing totals 0.126. The biggest area contributor in the post-synthesis netlist is sky130_fd_sc_hd__mux2_2. The setup-violating endpoint count in the final report stands at 0.

The power per unit of standard cell area stands at 55.5 nW/um^2. In the synthesized netlist, the number of instances is 233. The path class of the tightest hold or removal check is input pin to output port.

The row count stands at 41. Yosys attributes the largest share of cell area to sky130_fd_sc_hd__mux2_2 (20%), sky130_fd_sc_hd__buf_4 (12%), sky130_fd_sc_hd__mux2i_1 (9.4%). The initial antenna violation count was 0. In this run the tool buffered the top-level ports with 209 buffer cells. For the final routed database, the setup TNS stands at 0 ns. The area taken by sequential standard cells is reported as 0 um^2. The share of total power dissipated in combinational logic is 1.000. Hold-check failures listed in the final report amount to 0. The area of the synthesized netlist per yosys stat stands at around 1800 um^2. The critical path in this run is classified as input pin to output port. The share of the Yosys chip area taken by registers is 0. The cell area that synthesis handed to floorplanning was 1810 um^2.

The die boundary width stands at ~130 um. The stage logs contain a warning count of 32. The via count of the first global-routing pass is between 2,000 and 3,000. Counting the clock-network buffers in the layout gives 0. The worst-margin pin slew stands at around 0.83 ns.

The first-pass GRT wire length stands at approximately 17 mm. Using the TritonRoute via totals, the vias-per-cell ratio works out to 4.19. The number of antenna diodes stands at 0. After synthesis, the netlist uses around 40 different library cells.

The final layout contains routed wiring with a total length of 11.9 mm. The analysis attributes to cell leakage a power of around 1.4 nW. The layout summary lists the proportion of cells stronger than drive strength 1 as 0.150. The sequential cell fraction of total power stands at 0. The flow ran to the end, and the final reports show no timing, DRC or antenna violations.

The number of nets with antenna violations after detailed routing stands at 0. The worst path in the final design needs a cycle of between 5 and 6 ns, including I/O delays and setup. The number of design rule violations left after detail routing stands at 0. In this run the tightest slew margin relative to its limit is 0.442. Entering global routing, the biggest net connects 31 pins. The count of sequential standard cells stands at 0. The required time of the critical path stands at between 6 and 7 ns.

Max-slew check failures listed in the final report amount to 0. A synthesized cell averages a little under 8 um^2. The total congestion overflow stands at 0. The wire length per cell after detailed routing stands at around 21 um. Post-route period utilization is reported as 0.678. The total number of vias stands at around 2,400. Compared with the post-synthesis result, the final layout area differs by 111%. The core region area stands at approximately 13,000 um^2. The internal power contribution stands at around 0.14 mW. The power report attributes to the clock group a share of 0. The critical path maximum fanout is 16.

The most common logic cell in the final layout is sky130_fd_sc_hd__clkdlybuf4s50_1. Timing would allow up to 178 MHz. Data arrives at the worst endpoint at 3.97 ns. The number of gates given a new drive strength after cts stands at 0. In this run the vertical extent of the chip is ~130 um. Setup repair after global routing left no endpoint under its margin. The warning tally printed by Yosys for this design is 2. The proportion of netlist area held by the largest area contributor stands at 0.199. The number of hold buffers added after cts stands at 0. The floorplan report gives the top-level pin count as 210. For this run, the detailed router's first-pass iteration total came to 4. Looking at the post-CTS report, the setup buffer insertion count equals 0.

The number of design-rule violations left by the first detailed-router iteration stands at around 94. The max-capacitance violation count stands at 0. According to the dpl log, the detail-placed design has an HPWL of 10.3 mm. The initial utilization of the core area, before any placement, comes to 0.144.

STA classifies the critical path startpoint as an input pin. Per the power-grid run, VDD falls by no more than 0.0000206 V. The switching power as a share of total power stands at 0.348.

In the layout the commonest cells are sky130_fd_sc_hd__clkdlybuf4s50_1 (209), sky130_fd_sc_hd__mux2_2 (32), sky130_fd_sc_hd__inv_1 (26). The cell total in the yosys stat output stands at about 230. The switching power stands at approximately 0.074 mW. Routability-driven placement finished with a final weighted congestion of approximately 0.78.
==> worst paths after layout <==
kind               startpoint       end  slack, ns  cells after the start
setup / recovery  mem_data[2]  reg_B[7]       2.67                      5
hold / removal    mem_data[7]     ir[7]       4.19                      2
==> worst max-delay path, stage by stage <==
cell and delay [ns]:
sky130_fd_sc_hd__clkdlybuf4s50_1 0.68, sky130_fd_sc_hd__mux2i_1 0.27, sky130_fd_sc_hd__nand2_1 0.44, sky130_fd_sc_hd__o211ai_1 0.38, sky130_fd_sc_hd__clkdlybuf4s50_1 0.54
==> per-layer routing <==
metal,routed length (um),vias up,global-route usage
met5,0,-,0
met4,15,0,0.00183
met3,720,2,0.0288
met2,5780,108,0.217
met1,5350,1117,0.166
li1,-,1164,-
==> final cells by class <==
cell class         instances  area, um^2
fillers                 1309        8750
inverters                 26        97.6
repair buffers           214        2130
multi-input cells        159        1370
well taps                172         215
==> power groups by stage <==
stage / combinational [mW] / clock [mW] / sequential, mW
final: 0.212 / 0 / 0
after global routing: 0.230 / 0 / 0
after CTS: 0.218 / 0 / 0
==> metrics by stage <==
stage                     hold WS [ns]  worst slack [ns]  cell area (um^2)   util  std cells
after floorplan                   3.34              4.08              1810      -        233
after global placement            4.19              2.66              3820  0.304        571
after detailed placement          4.19              2.67              3820  0.304        571
after CTS                         4.19              2.62              3820  0.304        571
after global routing              4.20              2.52              3820  0.304        571
final                             4.19              2.67              3820  0.304        571
==> cell families after synthesis <==
kind of cell,count (synthesis),synth area share
and+or+nand+nor,48,0.140
AOI/OAI and AO/OA,60,0.314
other,1,0.00207
adders and majority gates,1,0.00623
buffers and inverters,74,0.244
muxes,49,0.293
==> Yosys cell counts <==
| cell type | instances |
|---|---|
| sky130_fd_sc_hd__mux2_2 | 32 |
| sky130_fd_sc_hd__buf_4 | 29 |
| sky130_fd_sc_hd__inv_1 | 26 |
| sky130_fd_sc_hd__mux2i_1 | 17 |
| sky130_fd_sc_hd__nor2_1 | 16 |
| sky130_fd_sc_hd__o221ai_1 | 15 |
| sky130_fd_sc_hd__a211oi_2 | 10 |
| sky130_fd_sc_hd__nand2_1 | 10 |
| sky130_fd_sc_hd__a22oi_1 | 8 |
| sky130_fd_sc_hd__nand3_1 | 8 |
| sky130_fd_sc_hd__o31ai_1 | 7 |
| sky130_fd_sc_hd__buf_2 | 6 |
| sky130_fd_sc_hd__buf_6 | 6 |
| sky130_fd_sc_hd__a211oi_1 | 5 |
| sky130_fd_sc_hd__clkbuf_1 | 5 |
| sky130_fd_sc_hd__o21ai_1 | 5 |
| sky130_fd_sc_hd__o2bb2ai_2 | 3 |
| sky130_fd_sc_hd__and2b_1 | 2 |
| sky130_fd_sc_hd__nor2b_1 | 2 |
| sky130_fd_sc_hd__a211o_1 | 1 |
| sky130_fd_sc_hd__a21boi_2 | 1 |
| sky130_fd_sc_hd__and2_4 | 1 |
| sky130_fd_sc_hd__and3_1 | 1 |
| sky130_fd_sc_hd__and4bb_1 | 1 |
| sky130_fd_sc_hd__buf_1 | 1 |
| sky130_fd_sc_hd__clkbuf_2 | 1 |
| sky130_fd_sc_hd__conb_1 | 1 |
| sky130_fd_sc_hd__maj3_2 | 1 |
| sky130_fd_sc_hd__nand2b_1 | 1 |
| sky130_fd_sc_hd__nor2b_4 | 1 |
| sky130_fd_sc_hd__nor3b_1 | 1 |
| sky130_fd_sc_hd__nor4bb_1 | 1 |
| sky130_fd_sc_hd__o211ai_1 | 1 |
| sky130_fd_sc_hd__o211ai_2 | 1 |
| sky130_fd_sc_hd__o21ai_2 | 1 |
| sky130_fd_sc_hd__o311a_4 | 1 |
| sky130_fd_sc_hd__o31ai_4 | 1 |
| sky130_fd_sc_hd__or3_1 | 1 |
| sky130_fd_sc_hd__or3b_1 | 1 |
| sky130_fd_sc_hd__or3b_2 | 1 |
No activity file was given, so power comes from the tool's default toggle rates.
