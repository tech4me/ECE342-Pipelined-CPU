**./design.v**
```verilog
module rf(
	input clk,
	input rst,
	input [2:0]addr, 
	input [15:0] data_in,
	input [2:0]rf_addr_A,
	input [2:0]rf_addr_B,
	input only_high,
	input write_en,
	output [15:0]rf_out_A,
	output [15:0]rf_out_B,
	output [7:0][15:0]rf
	);
logic [7:0]rf_load;
decoder decode_dut(
	.addr(addr),
	.addr_de(rf_load)	
	);
logic [7:0][15:0] regfile;
assign rf = regfile;
genvar i;
generate 
	for (i=0;i<8;i++) begin: regfileloop
		always_ff @(posedge clk) begin
			if(rst) begin
				regfile[i] <= 0;
			end else begin
				if(rf_load[i]&write_en)
					regfile[i]<=only_high? {data_in[15:8],regfile[i][7:0]} : data_in;
			end
		end
	end
endgenerate
inside_rf_mux inside_A(
	.regfile(regfile),
	.rf_addr(rf_addr_A),
	.rf_out(rf_out_A)
	);
inside_rf_mux inside_B(
	.regfile(regfile),
	.rf_addr(rf_addr_B),
	.rf_out(rf_out_B)
	);
endmodule  
module inside_rf_mux(
	input [7:0][15:0]regfile,
	input [2:0]rf_addr,
	output logic [15:0]rf_out
	);
always_comb begin
	case(rf_addr)
		3'd0:rf_out = regfile[0]; 
		3'd1:rf_out = regfile[1];
		3'd2:rf_out = regfile[2];
		3'd3:rf_out = regfile[3];
		3'd4:rf_out = regfile[4];
		3'd5:rf_out = regfile[5];
		3'd6:rf_out = regfile[6];
		3'd7:rf_out = regfile[7];
		default:rf_out = 16'd0;	
	endcase  
end
endmodule
module decoder(
	input [2:0]addr,
	output [7:0] addr_de
	);
assign addr_de[0]=(~addr[0])&(~addr[1])&(~addr[2]);
assign addr_de[1]=(addr[0])&(~addr[1])&(~addr[2]);
assign addr_de[2]=(~addr[0])&(addr[1])&(~addr[2]);
assign addr_de[3]=(addr[0])&(addr[1])&(~addr[2]);
assign addr_de[4]=(~addr[0])&(~addr[1])&(addr[2]);
assign addr_de[5]=(addr[0])&(~addr[1])&(addr[2]);
assign addr_de[6]=(~addr[0])&(addr[1])&(addr[2]);
assign addr_de[7]=(addr[0])&(addr[1])&(addr[2]);
endmodule  
```
**./run.sh**
```bash
#!/bin/bash
# OpenROAD 26Q1-2900-gdf79404cd8, Yosys 0.63+post, stock flow scripts
make -C /OpenROAD-flow-scripts/flow DESIGN_CONFIG=/design/flow/config.mk WORK_HOME=/design/flow/orfs finish
```
**./config.mk**
```make
export PLATFORM = sky130hd
export DESIGN_NAME = rf
export DESIGN_NICKNAME = rf
export VERILOG_FILES = /design/flow/design.v
export SDC_FILE = /design/flow/constraint.sdc
export NUM_CORES = 4
export LEC_CHECK = 1
export CORE_UTILIZATION = 40
```
**./constraint.sdc**
```tcl
current_design rf

set clk_period 3.3
set clk_io_pct 0.2

create_clock -name clk0 -period $clk_period [get_ports {clk}]

set non_clock_inputs [all_inputs -no_clocks]
set_input_delay [expr $clk_period * $clk_io_pct] -clock clk0 $non_clock_inputs
set_output_delay [expr $clk_period * $clk_io_pct] -clock clk0 [all_outputs]
```
==> design notes <==
The run finished with clean final reports. Starting utilization of the core area: 41.1%. The number of buffers created by CTS came out at 17.

The flip-flop and latch count after synthesis works out to 128. Sorting the synthesized cells by how often they occur yields 166 x nand2_1, 128 x dfxtp_1, 107 x a21oi_1. The total die size is 17,600 µm². The stat command in Yosys gives a chip area of 6840 µm². In this run the maximum-capacitance check reported violations numbering 0. After detailed routing, the number of remaining DRC violations is 0. Per the hold report, the tightest min-delay path originates at regfile[76]$_SDFFE_PP0P_.

The critical path endpoint has a required time of 2.64 ns. The tools report the global-route wire length before repair as 40,500 µm. For the number of vias in the routed layout, the log shows 7,303. The reg2reg setup slack is 2.53 ns.

Setup repair after global routing left no endpoint under its margin. The critical path contains buffers and inverters numbering 3 combined. For this design, the sink count on the clock tree is 128. Launching element type of the critical path: an input port.

The type of the tightest min-delay check was flip-flop to flip-flop. The post-route standard cell area excluding fillers was 9750 µm². The tools report the launch point of the worst reg-to-reg path as regfile[88]$_SDFFE_PP0P_. The slew check shows that the tightest pin keeps a relative margin of 56.1%. Among all flip-flop cells after synthesis, the most frequent one is dfxtp_1.

In this run the count of I/O pins placed on the die edge is 189. Per the final report, max-transition violations number 0. Warning total across the stage logs: 25. The die is 133 µm tall. Port buffering added 188 buffers.

The worst reg-to-reg path cell count came out at 2. The leakage power of the design is 3.57 nW. The tools report the maximum buffer depth of the clock tree as 2. In this run the cell area measured after placement is 9150 µm². With the setup total negative slack at 0 ns, the setup slack of the critical path after layout is 0.152 ns. The final report gives the core utilization as 58.6%. The count of cells in the finished layout, fillers not included, comes to 1,293. The arrival time at the worst endpoint came out at 2.49 ns. Looking at the clock tree report, the H-tree level count equals 4. The most instantiated library cell after synthesis was nand2_1. The capture point of the worst register-to-register path is recorded as regfile[88]$_SDFFE_PP0P_. met1 is the most crowded layer.

The minimum clock period was 3.15 ns; the synthesis-to-finish area growth was 42.5%. The tools report the remaining global-route overflow as 0. For the via count of the first global-routing pass, the log shows 6,707.

After detailed routing, the total wire length is 26,300 µm. Across all hold checks on the routed design, the worst slack comes to 0.485 ns. The largest stage delay on the critical path is 0.41 ns. Count of library flops with an enable pin: 0. The endpoint of the worst hold path is reported as regfile[76]$_SDFFE_PP0P_. The cell sequence reported for the critical path is buf_2 > buf_12 > mux2_2 > a22o_1 > a221oi_1 > nor2_1 > clkdlybuf4s50_1.

Timing would allow up to 318 MHz. Summing all multi-input logic gate instances after layout gives 3830 µm². Looking at the post-CTS report, the setup buffer insertion count equals 0. TritonCTS built the clock tree. The largest net degree at the start of global routing is 72, and the post-synthesis instance area is 6840 µm². The post-CTS clock slew at the launch and capture registers of the worst setup and hold paths is 0.06 ns. The synth_stat.txt file lists the number of cells as 868. The post-synthesis sequential area ratio is 37.5%. The startpoint-to-endpoint class of the critical path is input port to output port. In the global route stage, met2 resource usage came out at 45.6%. The critical path maximum fanout is 19. For the setup skew after layout, the log shows 0 ns. After clock tree synthesis, the flow added hold-fix buffers numbering 0. Overall power consumption after layout is estimated at 3.95 mW.

The largest registers in the layout are regfile (128). The run gives 0 for the tally of nets with antenna violations remaining after routing. Synthesis instantiated 41 different standard cells from the library. The floorplan row count came out at 47. The detailed placer reported the number of placed instances as 1,261. The transition time recorded at the tightest slew-check pin is 0.658 ns. The logs give 2560 µm² for the footprint of the flip-flops and latches and 594 for the number of design-rule violations left by the first detailed-router iteration.

Along the worst hold path, the cell count comes to 2. Counting endpoints that fail hold in the final report gives 0. The area fraction of the largest cell type after synthesis is 37.5%. The flip-flop count of the largest register after layout was 128. The dominant delay contributor by cell family on the critical path was buffers and inverters. Power density of the placed cells: 405 nW/µm². The global-route usage over all layers was 31.0%. Global routing consumed, on the met1 layer, 47.9% of the routing resources.

The HPWL after detailed placement is 18,400 µm. Register name with the most flops: regfile. The largest area contributor in the synthesized netlist was dfxtp_1. The final routed wire length divided by cell count came out at 20.4 µm. Per the final layout report, the fraction of cells sized above drive strength 1 comes to 12.9%.

The cell count after synthesis came out at 868. Per the post-place timing report, worst setup slack is -0.0809 ns. The tools report the placer congestion estimate as 0.897. Averaged over all synthesized cells, the footprint is 7.88 µm².

The core region is 16,600 µm². The number of detailed-routing iterations run before antenna repair was 5; the share of synthesized registers carrying an async set or reset was 0%. The run gives 8.05% for the met3 routing resource usage after global routing. In the routed layout, each cell is associated on average with a via count of 5.65. The count of final setup violators is 0. The final antenna diode count came out at 0. The tree is rooted in a clkbuf_16. Counting the warning lines in the Yosys log gives 2. The tally of filler cells in the layout came out at 1,517. The die extent in x was 133 µm; the ratio of final minimum period to clock period was 95.4%.

By area the synthesized netlist is led by dfxtp_1 37%, mux2i_1 10%, nand2_1 9.1%. The initial antenna violation count was 0. Critical path endpoint category: an output port. The clock latency reported for the late side of the worst-skew pair was 0.41 ns. Maximum vdd drop: 0.350 mV. The largest individual stage delay along the critical path comes from the cell clkdlybuf4s50_1.
## worst register-to-register path, stage by stage (launching register included)
cell	delay [ns]
dfxtp_1	0.47
nand2_1	0.09
a21oi_1	0.14
## logic make-up (layout without fill, tap and decap cells)
group | after synthesis | after routing | synth area share (%)
flops | 128 | 128 | 37.5
simple gates | 331 | 331 | 21.1
buf+inv | 106 | 311 | 6.95
mux | 90 | 90 | 13.9
compound gates | 213 | 213 | 20.6
## area by class of cell
cell class / count / share of cell area [%]
sequential: 128 / 26.3
inverter: 28 / 1.08
timing repair buffer: 251 / 24.7
multi-input combinational: 634 / 39.3
clock inverter: 14 / 1.45
clock buffer: 18 / 4.40
tap: 220 / 2.82
## how the worst max path moves through the flow
stage / cells past startpoint / startpoint / slack, ns / endpoint
CTS: 9 / rf_addr_B[0] / 0.004 / rf_out_B[12]
finish: 7 / rf_addr_A[2] / 0.15 / rf_out_A[7]
global route: 7 / rf_addr_B[1] / 0.05 / rf_out_B[9]
## placed cells by master, fill, tap and decap left out, types with 4 or more instances in the layout
| cell | instances |
|---|---|
| clkdlybuf4s50_1 | 181 |
| nand2_1 | 166 |
| dfxtp_1 | 128 |
| nor2_1 | 103 |
| a21oi_1 | 103 |
| mux2i_1 | 68 |
| buf_4 | 59 |
| a221oi_1 | 38 |
| a22o_1 | 35 |
| inv_1 | 28 |
| nand3_1 | 28 |
| mux2_2 | 19 |
| clkbuf_16 | 17 |
| a22oi_1 | 15 |
| nor2b_1 | 8 |
| o21ai_0 | 6 |
| nand2b_1 | 5 |
| clkinv_2 | 5 |
| buf_12 | 5 |
| a21oi_2 | 4 |
| nor3_4 | 4 |
| clkinvlp_4 | 4 |
## report_power, final
group | switching, mW | total [mW] | leakage (nW) | internal [mW]
logic | 0.268 | 0.504 | 2.26 | 0.236
clock network | 0.728 | 1.84 | 0.272 | 1.11
registers | 0.0327 | 1.60 | 1.03 | 1.57
## routing by layer
layer / wire [µm] / share of wire [%] / vias up
met4: 562 / 2.1 / 0
met2: 11700 / 44 / 377
met1: 11600 / 44 / 3466
met3: 2460 / 9.3 / 41
met5: 0 / 0 / -
li1: - / - / 3419
## what timing repair did
action,in CTS,in global routing
gates resized,3,8
pin swaps,0,2
setup endpoints to repair,9,24
Power figures rest on the tool's default switching activity, not on a simulated workload.
